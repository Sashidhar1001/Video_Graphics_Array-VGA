==> design.v <==
module video_graphics_array(  input wire pix_clk                                     ,
                              input wire reset                                       ,
                              input wire [7:0] input_vga_red                         ,
                              output reg hsync                                       ,
                              output reg vsync                                       ,
                              output reg [7:0] output_vga_red                        ,
                              output reg output_data_valid      
                          )                                                          ;
parameter HACT = 640                                                                 ;  
parameter HFP  = 16                                                                  ;  
parameter HSW  = 96                                                                  ;  
parameter HBP  = 48                                                                  ;  
parameter VACT = 480                                                                 ;  
parameter VFP  = 10                                                                  ;  
parameter VSW  = 2                                                                   ;  
parameter VBP  = 33                                                                  ;  
reg [9:0]x_coordinate                                                                ;
reg [9:0]y_coordinate                                                                ;
reg [1:0]count                                                                       ;
wire [9:0] hsync_1                                                                   ;
wire [9:0] hsync_2                                                                   ;
wire [9:0] hsync_3                                                                   ;
wire hsync_flag                                                                      ;
wire [9:0] vsync_1                                                                   ;
wire [9:0] vsync_2                                                                   ;
wire [9:0] vsync_3                                                                   ;
wire vsync_flag                                                                      ;
assign hsync_1 = HACT+HFP                                                            ;
assign hsync_2 = HACT+HFP+HSW                                                        ;
assign hsync_3 = HACT+HFP+HSW+HBP                                                    ;
assign hsync_flag = ((x_coordinate >= (HACT+HFP)) && (x_coordinate < (HACT+HFP+HSW)));
assign vsync_1 = HACT+HFP                                                            ;
assign vsync_2 = HACT+HFP+HSW                                                        ;
assign vsync_3 = HACT+HFP+HSW+HBP                                                    ;
assign vsync_flag = ((y_coordinate > (VACT+VFP)) && (y_coordinate <=(VACT+VFP+VSW))) ;
integer n                                                                            ;
integer k                                                                            ; 
always @(posedge pix_clk) begin
    if(reset == 1'b1) begin
        output_vga_red      <= 24'b0                                                 ;
        output_data_valid   <= 1'b0                                                  ;
        x_coordinate        <= 10'b1                                                 ;
        y_coordinate        <= 10'b1                                                 ; 
        count               <= 2'b1                                                  ;
    end
    else begin   
         if( x_coordinate == hsync_3 ) begin 
             x_coordinate     <= 10'b0                                               ;
             if( y_coordinate  == vsync_3) begin
                y_coordinate  <= 10'b0                                               ;    
             end
             else begin
                y_coordinate  <= y_coordinate + 10'b1                                ;
             end
        end
        else begin
            if(count == 2'b1) begin
                x_coordinate <= x_coordinate                                         ;
                count<=2'b0                                                          ;
            end
            else begin
               x_coordinate <= x_coordinate + 10'b1                                  ;
            end
        end
    end
    for( k = 0 ;k < 480; k = k + 1'b1 ) begin
             if( (x_coordinate >= 0) && (x_coordinate < HACT) ) begin
                output_data_valid <= 1'b1                                            ;
                output_vga_red    <= input_vga_red                                   ;
             end  
             else if( (x_coordinate > HACT) && (x_coordinate < hsync_1) )begin
                output_data_valid <= 1'b0                                            ;
                output_vga_red    <= 7'b0                                            ;
             end
             else begin
                output_data_valid <= 1'b0                                            ;
                output_vga_red    <= 24'b0                                           ;
             end
        end
end  
always @(posedge pix_clk) begin
    if(reset == 1'b1) begin
        hsync               <= 1'b1                                                  ;
        vsync               <= 1'b1                                                  ;
    end  
    else begin 
        if( hsync_flag ) begin  
            hsync   <= 1'b0                                                          ;
        end
        else begin
            hsync   <= 1'b1                                                          ;
        end 
        if( vsync_flag  ) begin
            vsync   <= 1'b0                                                          ;
        end
        else begin
            vsync   <= 1'b1                                                          ;
        end   
    end
end    
endmodule  
==> run.sh <==
#!/bin/bash
# OpenROAD 26Q1-2900-gdf79404cd8, Yosys 0.63+post, stock flow scripts
make -C /OpenROAD-flow-scripts/flow DESIGN_CONFIG=/design/flow/config.mk WORK_HOME=/design/flow/orfs finish
==> config.mk <==
export PLATFORM = sky130hd
export DESIGN_NAME = video_graphics_array
export DESIGN_NICKNAME = video_graphics_array
export VERILOG_FILES = /design/flow/design.v
export SDC_FILE = /design/flow/constraint.sdc
export NUM_CORES = 4
export LEC_CHECK = 1
export CORE_AREA = 10 10 105 105
export DIE_AREA = 0 0 115 115
==> constraint.sdc <==
current_design video_graphics_array

set clk_period 2.5
set clk_io_pct 0.2

create_clock -name clk0 -period $clk_period [get_ports {pix_clk}]

set non_clock_inputs [all_inputs -no_clocks]
set_input_delay [expr $clk_period * $clk_io_pct] -clock clk0 $non_clock_inputs
set_output_delay [expr $clk_period * $clk_io_pct] -clock clk0 [all_outputs]
==> impl_metrics.yaml <==
# implementation run metrics
worst_setup_path:
  critPathMaxFanout: 13
  worstSetupStartpointType: "flip-flop"
  required_ps: 2710
  end_kind: "flip-flop"
  arrival_ps: 2420
  critPathKind: "reg2reg"
die:
  ios: 21
  fp.dieH_um: 115
  core.rowCount: 34
  initCoreUtil: 0.1566
  coreArea_mm2: 0.008763
  chipArea_mm2: 0.01323
  die_x_um: 115
route:
  met2_length_um: 1224
  vias_per_cell: 3.805
  num_vias: 1073
  antenna_left: 0
  highest_layer: "met4"
  routed_wirelength_um: 2874
  dr.pass1.iters: 4
  wl_per_cell_um: 10.19
  met3_wirelength_um: 151
  antenna_cells_inserted: 0
  first_iter_violations: 61
  drc: 0
  m1WireLength_um: 1349
logic_synthesis:
  edf_count: 0
  ys_warn_count: 1
  synth-seq-cells: 32
  flop_cell: "dfxtp_1"
  ys_seq_frac: 0.4667
  synth_area_per_cell_um2: 9.150
  ys_chip_area_mm2: 0.001373
  netlist_instances: 150
  synthArstFlopShare: 0
  syn_area_mm2: 0.001373
  ys_cells: 150
  ys_types: 36
cells_and_area:
  layout_top_cells: "dfxtp_1, clkdlybuf4s50_1, nor2_1"
  drive_above_1_share: 0.07471
  register_area_um2: 640.6
  syn_to_final_growth_pct: 32.73
  fin_util: 0.2079
  layout_top_cell: "dfxtp_1"
  fill_cells: 945
  comb_area_um2: 681.9
clock_tree:
  cts_hold_buffers: 0
  clk_pin_slew_ps: 70
  cts_buffers: 5
  clockBufferDepth: 2
  post-cts-setup-buffer-count: 0
  cts_tree: "yes"
  htreeDepth: 2
  clkLatencyLatePin_ps: 280
  cts-resized-gates: 0
  root_buffer: "clkbuf_8"
  cts_sinks: 32
grt:
  grt.overflow.total: 0
  grt_max_degree: 14
  grt_pass1_wl_um: 4781
  antenna_found_initial: 0
  grtUsageTotal: 0.04284
  grt_pass1_vias: 1036
sta:
  slew_headroom: 0.6570
  setup_viol: 0
  fin_crit_ps: 2203
  fin_skew_ps: 7.300
  min_period_over_period: 0.8813
  slew_violations: 0
  worstMarginPinSlew_ps: 511.0
  tns_ps: 0
  rsz0062_at_grt: "no"
  finalHoldViolCount: 0
  clock.fmax_mhz: 453.9
outcome:
  run_status: "completed"
pwr:
  power_density_mw_per_mm2: 618.3
  ir_drop_mv: 0.2027
  leakage_nw: 0.6116
flow_run:
  warnings: 28
  cap_violations: 0
worst_hold_path:
  hold_class: "reg2reg"
place:
  io_buffers: 20
  dp_hpwl_um: 2129
  place.gp.congestion: 0.8198
[routing by layer]
layer / vias up / global-route usage
met4: 0 / 0.02063
met3: 6 / 0.01213
met5: - / 0
met2: 23 / 0.06682
li1: 560 / -
met1: 484 / 0.05358
[where the power goes]
group | internal [W] | leakage (nW) | switching, W
sequential | 0.000523 | 0.262 | 0.00000848
clock | 0.000351 | 0.0645 | 0.000187
combinational | 0.0000394 | 0.285 | 0.0000174
[critical path, cell delays in order (launching register included)]
cell	delay [ps]
dfxtp_1	340
or4b_1	630
or3_4	480
or4_1	520
a21oi_1	160
[synthesized netlist by cell type, types with 2 or more instances]
master    instances  area share
nand2_1          10       0.027
dfxtp_1          32        0.47
and2_1            8       0.036
nor2_1           15       0.041
a21o_1            2       0.011
xor2_1            2       0.013
nor4_1            5       0.023
ha_1              5       0.046
nand4_1           2      0.0091
inv_1             6       0.016
nor3_1            5       0.018
or4_1             2       0.011
nand3_1           9       0.033
nor4bb_1          2       0.015
nand4b_1          2       0.013
a211oi_1          2       0.011
a21oi_1           5       0.018
o31ai_1           2       0.011
xnor2_1          11       0.070
and3_1            2      0.0091
clkbuf_1          4       0.011
or3_1             3       0.014
[state kept, by name (all words and copies together) (netlist names)]
name               cells
vsync                  1
hsync                  1
count                  1
x_coordinate          10
output_data_valid      1
output_vga_red         8
y_coordinate          10
[area by class of cell]
class | instances | area share
clock buffer | 7 | 0.05288
clock inverter | 1 | 0.01648
timing repair buffer | 22 | 0.1181
inverter | 6 | 0.01236
tap | 108 | 0.07418
sequential | 32 | 0.3516
multi-input combinational | 106 | 0.3743
[cells by family (layout without fill, tap and decap cells)]
group / Yosys count / in the layout / share of synthesized area
flip-flops: 32 / 32 / 0.4667
buffers and inverters: 12 / 36 / 0.03646
AND/OR/NAND/NOR: 72 / 72 / 0.2926
AND-OR/OR-AND: 15 / 15 / 0.06835
XOR/XNOR: 13 / 13 / 0.08295
multiplexers: 1 / 1 / 0.007293
adder cells (fa/ha/maj): 5 / 5 / 0.04558
[stage by stage]
step           setup slack [ps]  cell area [um2]  cells  power [W]  hold slack, ps
5_1_grt                   222.8             1822    282   0.001170           515.6
3_3_place_gp              369.5             1695    274  0.0006002           481.3
4_1_cts                   303.8             1822    282   0.001144           498.2
2_1_floorplan             471.9             1373    150  0.0005650           460.6
3_5_place_dp              332.4             1695    274  0.0006011           486.2
6_report                  296.9             1822    282   0.001126           500.5
[path summary, 6_finish.rpt]
kind	startpoint	slack, ps	depth (start not counted)	end
setup / recovery	x_coordinate[2]	300	4	y_coordinate[9]
hold / removal	y_coordinate[7]	500	2	y_coordinate[7]
setup reg to reg	x_coordinate[2]	300	4	y_coordinate[9]
hold reg to reg	y_coordinate[7]	500	2	y_coordinate[7]
Power is estimated from default activity; no workload was simulated.
